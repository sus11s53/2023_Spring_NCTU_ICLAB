==> /design/flow/design.v <==
module sync_r2w #(parameter ASIZE = 4)(
	rptr,
	wclk,
	rst_n,
	wq2_rptr
); 
input wclk, rst_n;
input [ASIZE:0] rptr;
output reg [ASIZE:0] wq2_rptr;
reg [ASIZE:0] wq1_rptr;
always @(posedge wclk or negedge rst_n)begin
	if(!rst_n)
		{wq2_rptr,wq1_rptr} <= 0;
	else 
		{wq2_rptr,wq1_rptr} <= {wq1_rptr,rptr};
end
endmodule
module sync_w2r #(parameter ASIZE = 4)(
	wptr,
	rclk,
	rst_n,
	rq2_wptr
); 
input rclk, rst_n;
input [ASIZE:0] wptr;
output reg [ASIZE:0] rq2_wptr;
reg [ASIZE:0] rq1_wptr;
always @(posedge rclk or negedge rst_n)begin
	if(!rst_n)
		{rq2_wptr,rq1_wptr} <= 0;
	else 
		{rq2_wptr,rq1_wptr} <= {rq1_wptr,wptr};
end
endmodule
module fifomem #(parameter DSIZE = 8,
				 parameter ASIZE = 4)(
	wclk,
	wclken,
	wfull,
	wdata,
	waddr,
	raddr,
	rdata
); 
input	wclk, wclken, wfull;
input [DSIZE-1:0] wdata;
input [ASIZE-1:0] waddr, raddr;
output [DSIZE-1:0] rdata;
localparam DEPTH = 1<<ASIZE;
reg [DSIZE-1:0] mem [DEPTH-1:0];
assign rdata = mem[raddr];
always @(posedge wclk)
	if(wclken && !wfull) mem[waddr] <= wdata;
endmodule
module rptr_empty #(parameter ASIZE = 4)(
	rq2_wptr,
	rclk,
	rst_n,
	rinc,
	rptr,
	raddr,
	rempty
); 
input [ASIZE:0] rq2_wptr;
input rclk, rinc, rst_n;
output reg [ASIZE:0] rptr;
output [ASIZE-1:0] raddr;
output reg rempty;
reg [ASIZE:0] rbin;
wire [ASIZE:0] rgraynext, rbinnext;
always @(posedge rclk or negedge rst_n)begin
	if(!rst_n)
		{rbin, rptr} <= 0;
	else 
		{rbin, rptr} <= {rbinnext, rgraynext};
end
assign raddr = rbin[ASIZE-1:0];
assign rbinnext = rbin + (rinc & ~rempty);
assign rgraynext = (rbinnext>>1) ^ rbinnext;
wire rempty_val;
assign rempty_val = (rgraynext == rq2_wptr);
always @(posedge rclk or negedge rst_n)begin
	if(!rst_n)
		rempty <= 1'b1;
	else 
		rempty <= rempty_val;
end
endmodule
module wptr_full #(parameter ASIZE = 4)(
	wq2_rptr,
	wclk,
	rst_n,
	winc,
	wptr,
	waddr,
	wfull
); 
input [ASIZE:0] wq2_rptr;
input wclk, winc, rst_n;
output reg [ASIZE:0] wptr;
output [ASIZE-1:0] waddr;
output reg wfull;
reg [ASIZE:0] wbin;
wire [ASIZE:0] wgraynext, wbinnext;
always @(posedge wclk or negedge rst_n)begin
	if(!rst_n)
		{wbin, wptr} <= 0;
	else 
		{wbin, wptr} <= {wbinnext, wgraynext};
end
assign waddr = wbin[ASIZE-1:0];
assign wbinnext = wbin + (winc & ~wfull);
assign wgraynext = (wbinnext>>1) ^ wbinnext;
wire wfull_val;
assign wfull_val = (wgraynext=={~wq2_rptr[ASIZE:ASIZE-1],wq2_rptr[ASIZE-2:0]});
always @(posedge wclk or negedge rst_n)begin
	if(!rst_n)
		wfull <= 1'b0;
	else 
		wfull <= wfull_val;
end
endmodule 
module AFIFO #(parameter DSIZE = 8,
			   parameter ASIZE = 4)(
	rst_n,
    rclk,
    rinc,
    wclk,
    winc,
	wdata,
    rempty,
	rdata,
    wfull
); 
input 				rst_n, rclk, rinc, wclk, winc;
input [DSIZE-1:0] 	wdata;
output 				rempty, wfull;
output [DSIZE-1:0] 	rdata;
wire [ASIZE-1:0] 	waddr, raddr;
wire [ASIZE:0] 		wptr, rptr, wq2_rptr, rq2_wptr;
sync_r2w sync_r2w_m0 (.wq2_rptr(wq2_rptr), .rptr(rptr), .wclk(wclk), .rst_n(rst_n));
sync_w2r sync_w2r_m0 (.rq2_wptr(rq2_wptr), .wptr(wptr), .rclk(rclk), .rst_n(rst_n));
fifomem #(DSIZE, ASIZE) fifomem_m0 (.rdata(rdata), .wdata(wdata), .waddr(waddr), .raddr(raddr), .wclken(winc), .wfull(wfull), .wclk(wclk));
rptr_empty #(ASIZE) rptr_empty_m0 (.rempty(rempty), .raddr(raddr), .rptr(rptr), .rq2_wptr(rq2_wptr), .rinc(rinc), .rclk(rclk), .rst_n(rst_n));
wptr_full #(ASIZE) wptr_full_m0 (.wfull(wfull), .waddr(waddr), .wptr(wptr), .wq2_rptr(wq2_rptr), .winc(winc), .wclk(wclk), .rst_n(rst_n));
endmodule
module CDC #(parameter DSIZE = 8,
			   parameter ASIZE = 4)(
	rst_n,
	clk1,
    clk2,
	in_valid,
    doraemon_id,
    size,
    iq_score,
    eq_score,
    size_weight,
    iq_weight,
    eq_weight,
	ready,
    out_valid,
	out,
); 
output reg  [7:0] out;
output reg 	out_valid;
output reg ready;
input rst_n, clk1, clk2, in_valid;
input  [4:0]doraemon_id;
input  [7:0]size;
input  [7:0]iq_score;
input  [7:0]eq_score;
input [2:0]size_weight,iq_weight,eq_weight;
reg  [4:0]doraemon_id_reg [0:4];
reg  [7:0]size_reg [0:4];
reg  [7:0]iq_score_reg [0:4];
reg  [7:0]eq_score_reg [0:4];
reg [2:0]size_weight_reg, iq_weight_reg , eq_weight_reg ;
reg [15:0] cnt_in_valid_total;
wire [13:0] score [0:4];
wire [18:0] id_score [0:4];
reg [18:0] prefer_dora; 
reg [2:0] door_out;
wire [4:0] id_out;
wire [7:0] result;
wire [7:0] rdata;
reg ready_reg;
wire wfull , rempty;
reg winc;
wire rinc;
reg rinc_reg , in_valid_reg;
reg [15:0] cnt_in_valid;
always@(posedge clk1 or negedge rst_n)begin
    if(!rst_n) begin
        doraemon_id_reg [0] <= 0;
        doraemon_id_reg [1] <= 0;
        doraemon_id_reg [2] <= 0;
        doraemon_id_reg [3] <= 0;
        doraemon_id_reg [4] <= 0;
    end
    else if(in_valid && cnt_in_valid_total < 5) begin
        case(cnt_in_valid_total)
            0:doraemon_id_reg [0] <= doraemon_id;
            1:doraemon_id_reg [1] <= doraemon_id;
            2:doraemon_id_reg [2] <= doraemon_id;
            3:doraemon_id_reg [3] <= doraemon_id;
            4:doraemon_id_reg [4] <= doraemon_id;
            default:;
        endcase
    end
    else if(in_valid && cnt_in_valid_total >= 5) begin
        case(door_out)
            0:doraemon_id_reg [0] <= doraemon_id;
            1:doraemon_id_reg [1] <= doraemon_id;
            2:doraemon_id_reg [2] <= doraemon_id;
            3:doraemon_id_reg [3] <= doraemon_id;
            4:doraemon_id_reg [4] <= doraemon_id;
            default:;
        endcase
    end
    else begin
        doraemon_id_reg [0] <= doraemon_id_reg [0];
        doraemon_id_reg [1] <= doraemon_id_reg [1];
        doraemon_id_reg [2] <= doraemon_id_reg [2];
        doraemon_id_reg [3] <= doraemon_id_reg [3];
        doraemon_id_reg [4] <= doraemon_id_reg [4];
    end
end
always@(posedge clk1 or negedge rst_n)begin
    if(!rst_n) begin
        size_reg [0] <= 0;
        size_reg [1] <= 0;
        size_reg [2] <= 0;
        size_reg [3] <= 0;
        size_reg [4] <= 0;
    end
    else if(in_valid && cnt_in_valid_total < 5) begin
        case(cnt_in_valid_total)
            0:size_reg [0] <= size;
            1:size_reg [1] <= size;
            2:size_reg [2] <= size;
            3:size_reg [3] <= size;
            4:size_reg [4] <= size;
            default:;
        endcase
    end
    else if(in_valid && cnt_in_valid_total >= 5) begin
        case(door_out)
            0:size_reg [0] <= size;
            1:size_reg [1] <= size;
            2:size_reg [2] <= size;
            3:size_reg [3] <= size;
            4:size_reg [4] <= size;
            default:;
        endcase
    end
    else begin
        size_reg [0] <= size_reg [0];
        size_reg [1] <= size_reg [1];
        size_reg [2] <= size_reg [2];
        size_reg [3] <= size_reg [3];
        size_reg [4] <= size_reg [4];
    end
end
always@(posedge clk1 or negedge rst_n)begin
    if(!rst_n) begin
        iq_score_reg [0] <= 0;
        iq_score_reg [1] <= 0;
        iq_score_reg [2] <= 0;
        iq_score_reg [3] <= 0;
        iq_score_reg [4] <= 0;
    end
    else if(in_valid && cnt_in_valid_total < 5) begin
        case(cnt_in_valid_total)
            0:iq_score_reg [0] <= iq_score;
            1:iq_score_reg [1] <= iq_score;
            2:iq_score_reg [2] <= iq_score;
            3:iq_score_reg [3] <= iq_score;
            4:iq_score_reg [4] <= iq_score;
            default:;
        endcase
    end
    else if(in_valid && cnt_in_valid_total >= 5) begin
        case(door_out)
            0:iq_score_reg [0] <= iq_score;
            1:iq_score_reg [1] <= iq_score;
            2:iq_score_reg [2] <= iq_score;
            3:iq_score_reg [3] <= iq_score;
            4:iq_score_reg [4] <= iq_score;
            default:;
        endcase
    end
    else begin
        iq_score_reg [0] <= iq_score_reg [0];
        iq_score_reg [1] <= iq_score_reg [1];
        iq_score_reg [2] <= iq_score_reg [2];
        iq_score_reg [3] <= iq_score_reg [3];
        iq_score_reg [4] <= iq_score_reg [4];
    end
end
always@(posedge clk1 or negedge rst_n)begin
    if(!rst_n) begin
        eq_score_reg [0] <= 0;
        eq_score_reg [1] <= 0;
        eq_score_reg [2] <= 0;
        eq_score_reg [3] <= 0;
        eq_score_reg [4] <= 0;
    end
    else if(in_valid && cnt_in_valid_total < 5) begin
        case(cnt_in_valid_total)
            0:eq_score_reg [0] <= eq_score;
            1:eq_score_reg [1] <= eq_score;
            2:eq_score_reg [2] <= eq_score;
            3:eq_score_reg [3] <= eq_score;
            4:eq_score_reg [4] <= eq_score;
            default:;
        endcase
    end
    else if(in_valid && cnt_in_valid_total >= 5) begin
        case(door_out)
            0:eq_score_reg [0] <= eq_score;
            1:eq_score_reg [1] <= eq_score;
            2:eq_score_reg [2] <= eq_score;
            3:eq_score_reg [3] <= eq_score;
            4:eq_score_reg [4] <= eq_score;
            default:;
        endcase
    end
    else begin
        eq_score_reg [0] <= eq_score_reg [0];
        eq_score_reg [1] <= eq_score_reg [1];
        eq_score_reg [2] <= eq_score_reg [2];
        eq_score_reg [3] <= eq_score_reg [3];
        eq_score_reg [4] <= eq_score_reg [4];
    end
end
always@(posedge clk1 or negedge rst_n)begin
    if(!rst_n) 
        size_weight_reg <= 0;
    else if(in_valid && cnt_in_valid_total > 3) 
        size_weight_reg <= size_weight;
    else 
        size_weight_reg <= size_weight_reg;
end
always@(posedge clk1 or negedge rst_n)begin
    if(!rst_n) 
        iq_weight_reg <= 0;
    else if(in_valid && cnt_in_valid_total > 3 ) 
        iq_weight_reg <= iq_weight;
    else 
        iq_weight_reg <= iq_weight_reg;
end
always@(posedge clk1 or negedge rst_n)begin
    if(!rst_n) 
        eq_weight_reg <= 0;
    else if(in_valid && cnt_in_valid_total > 3 ) 
        eq_weight_reg <= eq_weight;
    else 
        eq_weight_reg <= eq_weight_reg;
end
always@(posedge clk1 or negedge rst_n)begin
    if(!rst_n) 
        cnt_in_valid_total <= 0;
    else if(in_valid) 
        cnt_in_valid_total <= cnt_in_valid_total + 1;
    else 
        cnt_in_valid_total <= cnt_in_valid_total;
end
always@(*)begin 
    if(!rst_n) ready = 0;
    else if(cnt_in_valid_total == 6000 ) ready = 0;
    else if(!wfull) ready = 1;
    else ready = 0;
end
always@(posedge clk1 or negedge rst_n) begin
    if(!rst_n) 
        in_valid_reg <= 0;
    else 
        in_valid_reg <= in_valid;
end
always@(*)begin
    if(wfull == 1) winc = 0;
    else if (cnt_in_valid_total == 6000 ) winc = in_valid_reg;
    else if (cnt_in_valid_total > 4 ) winc = in_valid;
    else winc = 0;
end
assign score[0] = size_reg[0]*size_weight_reg + eq_score_reg[0]*eq_weight_reg + iq_score_reg[0]*iq_weight_reg;
assign score[1] = size_reg[1]*size_weight_reg + eq_score_reg[1]*eq_weight_reg + iq_score_reg[1]*iq_weight_reg;
assign score[2] = size_reg[2]*size_weight_reg + eq_score_reg[2]*eq_weight_reg + iq_score_reg[2]*iq_weight_reg;
assign score[3] = size_reg[3]*size_weight_reg + eq_score_reg[3]*eq_weight_reg + iq_score_reg[3]*iq_weight_reg;
assign score[4] = size_reg[4]*size_weight_reg + eq_score_reg[4]*eq_weight_reg + iq_score_reg[4]*iq_weight_reg;
assign id_score[0] = {doraemon_id_reg[0],score[0]};
assign id_score[1] = {doraemon_id_reg[1],score[1]};
assign id_score[2] = {doraemon_id_reg[2],score[2]};
assign id_score[3] = {doraemon_id_reg[3],score[3]};
assign id_score[4] = {doraemon_id_reg[4],score[4]};
always@(*)begin
    if((score[0] >= score[1]) && (score[0] >= score[2]) && (score[0] >= score[3]) && (score[0] >= score[4])) prefer_dora = id_score[0];
    else if((score[1] >= score[2]) && (score[1] >= score[3]) && (score[1] >= score[4])) prefer_dora = id_score[1];
    else if((score[2] >= score[3]) && (score[2] >= score[4] )) prefer_dora = id_score[2];
    else if(score[3] >= score[4]) prefer_dora = id_score[3];
    else prefer_dora = id_score[4];
end
always@(*)begin
    case(prefer_dora)
        id_score[0]:door_out = 0;
        id_score[1]:door_out = 1;
        id_score[2]:door_out = 2;
        id_score[3]:door_out = 3;
        default:door_out = 4;
    endcase
end
assign id_out = prefer_dora [18:14];
assign result = {door_out , id_out};
AFIFO #(.DSIZE(DSIZE) , .ASIZE(ASIZE)) AF_1 (.rst_n(rst_n) , .rclk(clk2) , .rinc(rinc) , .wclk(clk1) , .winc(winc) , .wdata(result) ,.rempty(rempty) ,.rdata(rdata) ,.wfull(wfull));
assign rinc = ~rempty;
always@(posedge clk2 or negedge rst_n)begin
    if(!rst_n) 
        out <= 0;
    else if(rinc)
        out <= rdata;
    else 
        out <= 0;
end
always@(posedge clk2 or negedge rst_n)begin
    if(!rst_n) 
        out_valid <= 0;
    else 
        out_valid <= rinc;
end
endmodule
==> /design/flow/run.sh <==
#!/bin/bash
# OpenROAD 26Q1-2900-gdf79404cd8, Yosys 0.63+post, stock flow scripts
make -C /OpenROAD-flow-scripts/flow DESIGN_CONFIG=/design/flow/config.mk WORK_HOME=/design/flow/orfs finish
==> /design/flow/config.mk <==
export PLATFORM = sky130hd
export DESIGN_NAME = CDC
export DESIGN_NICKNAME = CDC
export VERILOG_FILES = /design/flow/design.v
export SDC_FILE = /design/flow/constraint.sdc
export NUM_CORES = 4
export LEC_CHECK = 1
export CORE_UTILIZATION = 40
==> /design/flow/constraint.sdc <==
current_design CDC

set clk_period 22.6
set clk_io_pct 0.2

create_clock -name clk0 -period $clk_period [get_ports {clk1}]
create_clock -name clk1 -period $clk_period [get_ports {clk2}]

set non_clock_inputs [all_inputs -no_clocks]
set_input_delay [expr $clk_period * $clk_io_pct] -clock clk0 $non_clock_inputs
set_output_delay [expr $clk_period * $clk_io_pct] -clock clk0 [all_outputs]
==> impl_metrics.toml <==
# synthesis and place-and-route metrics
[worst_setup_path]
worstPathArrival_ns = 11.86
crit_type = "flip-flop to flip-flop"
r2r_slack_ns = 11.17
cp_num_buf_inv = 8
cp-start-kind = "flip-flop"
path_delay_family = "AND-OR/OR-AND gates"
critPathCaptureType = "flip-flop"
required_ns = 23.03
reg2regPathDepth = 33
rr_endpoint = "eq_score_reg[2][5]"
cp.depth = 33
reg2reg_from = "iq_weight_reg[1]"
crit_slowest_cell = "a2111oi_0"
crit_fanout = 29
cpPeakStageDelay_ns = 0.94

[global_route]
grt-ovfl-total = 0
grt_pass1_vias = 23800
antenna_found_initial = 1
grt_use_total = 0.264
grt_max_degree = 85
grt_pass1_wl_um = 148000

[layout]
design_area_um2 = 34800
syn2layout_area_growth_pct = 11.3
fillers = 7308
mostFrequentLayoutCell = "inv_1"
largest_reg_flops = 128
regMostFlops = "AF_1.fifomem_m0.mem"
register_area_um2 = 9350
drive_gt1_frac = 0.113
combGateArea_um2 = 19900
mostFrequentLayoutCells = "387 x inv_1, 264 x and2_1, 260 x fa_1, 238 x ha_1, 226 x nand2_1"

[clock_tree]
cts_resized = 0
cts_tree = "built"
cts_sinks = 348
cts-hold-fix-buffers = 0
clkTransAtPathRegs_ns = 0.08
cts_setup_buffers = 0

[placement]
hpwl_um = 71700
place_area_um2 = 33200
place_ws_ns = 11.42
routabilityCongestion = 1.06
numPortBuffers = 50

[yosys]
numSynthFlops = 348
synth_warnings = 10
yosysCellCount = 3046
yosysTopAreaCell = "dfrtp_1"
edf_count = 128
ys_async_sr_fraction = 0.632
synth_cell_types = 76
synth_cells = 3046
yosysChipArea_um2 = 31200
top_area_frac = 0.176
ys_seq_share = 0.300
ys_top_cells_by_area = "dfrtp_1 18%, fa_1 17%, edfxtp_1 12%"
netlist_area_um2 = 31200
ff_type = "dfrtp_1"
post_synth.cell_area_avg_um2 = 10.2

[sta]
maxSlewViolCount = 0
holdWs_ns = 0.0251
rsz0062_at_grt = "false"
tns_ns = 0
fin_ws_ns = 11.17
final_hold_viol_count = 0
tightest_slew_ns = 1.05
fin_skew_ns = 0.0455
setup_viol = 0
relSlewSlack = 0.290

[drt]
ant_nets = 0
wl_per_cell_um = 22.9
drt_iter0_drc = 1724
route.detailed.drc = 0
drt-total-wl_um = 95800
via_count = 23400
firstDrtPassIters = 8
post_drt_via_cell_ratio = 5.61

[floorplan]
dieWidth_um = 281
die-area_um2 = 79200
die_h_um = 281
core_um2 = 77300
ios = 52
rows = 102
initCoreUtil = 0.404

[min_path]
hp-class = "flip-flop to flip-flop"
min_to = "AF_1.sync_r2w_m0.wq1_rptr[3]"
hp-start = "AF_1.rptr_empty_m0.rptr[3]"
worstHoldPathCells = 0

[flow_run]
drv_cap = 0
warnings = 30

[run_status]
outcome = "complete, no violations"
## worst register-to-register path, delay by kind of cell (launching register included)
kind | cells | cell delay (ns)
simple gates | 3 | 0.49
fa+ha+maj | 6 | 2.86
xor+xnor | 2 | 0.85
mux | 1 | 0.39
flops | 1 | 0.72
compound gates | 13 | 4.08
buf+inv | 8 | 1.91
## layer usage
metal  global-route usage  vias to the layer above  part of all wire
met5                    0                        -           0.00014
met4                0.112                        2             0.057
met3               0.0723                      275             0.079
met2                0.395                      927              0.45
met1                0.374                    11500              0.42
li1                     -                    10700                 -
## synth_stat cells (all sizes together), types with 6 or more instances
master and n:
inv 387, and2 265, fa 260, ha 238, nand2 226, dfrtp 219
mux2 130, edfxtp 128, clkbuf 107, a21oi 103, o21ai 87, nor2 84
nand3 81, xnor2 80, nor3 72, xor2 47, o221ai 41, mux4 40
nand4 33, a311o 32, a211oi 26, buf 25, a21o 23, nand2b 23
nor4 21, and3 19, o211ai 18, mux2i 14, o21a 14, o2111ai 13
o22ai 13, a2111oi 12, a31oi 12, o21bai 11, a221oi 10, nor2b 10
a211o 9, o311ai 9, o31ai 9, or3 9, or4 8, nor3b 6
## worst max-delay path by stage
stage / start / end / slack, ns
after global routing: iq_weight_reg[1] / iq_score_reg[2][6] / 10.60
after CTS: iq_weight_reg[1] / AF_1.fifomem_m0.mem[12][7] / 11.40
final: iq_weight_reg[1] / eq_score_reg[2][5] / 11.17
## layout make-up
type	instances	area share
multi-input cells	2176	0.573
flip-flops and latches	348	0.269
inverters	390	0.0421
well taps	1040	0.0374
repair buffers	143	0.0345
clock buffers	54	0.0342
clock inverters	24	0.00936
diodes	1	0.0000720
## cells by family (layout without fill, tap and decap cells)
logic type      after synthesis  in the layout  synth area share
mux                         184            184            0.0814
simple gates                872            872             0.145
compound gates              494            494             0.112
xor+xnor                    127            127            0.0356
other cells                   0              1                 0
fa+ha+maj                   499            499             0.262
buf+inv                     522            611            0.0637
flops                       348            348             0.300
## per-stage QoR
| step | util | instances |
|---|---|---|
| 2_1_floorplan | - | 3046 |
| 4_1_cts | 0.449 | 4175 |
| 3_3_place_gp | 0.430 | 4097 |
| 6_report | 0.449 | 4176 |
| 3_5_place_dp | 0.430 | 4097 |
| 5_1_grt | 0.449 | 4175 |
